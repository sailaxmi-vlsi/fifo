==> flow/design.v <==
`timescale 1ns / 1ps
module mem_block#(parameter addr=8,data=8,depth=128)(
input wclken,wclk,
input [data-1:0]wdata,
input [addr-2:0]waddr,raddr,
output [data-1:0]rdata);
reg [data-1:0]mem[depth-1:0];
always@(posedge wclk)
begin
if(wclken)
mem[waddr]<=wdata;
else
mem[waddr]<=4'bx;
end
assign rdata=mem[raddr];
endmodule
`timescale 1ns / 1ps
module read_block #(parameter data=6,addr=6)(
input rclk,r_en,rrst,
input [addr-1:0]rq2,
output r_empty,almost_empty,under_flow,
output [addr-1:0]rgray,
output reg [addr-1:0]rptr,rq2_bin,
output reg [addr-2:0]raddr);
integer i;
always@(posedge rclk or negedge rrst)begin
if(!rrst)begin
rptr<=4'b0000;
raddr<=4'b0000;
end
else
if(r_en&&!r_empty)begin
rptr<=rptr+1;
raddr<=raddr+1;
end
else  begin
rptr<=rptr;
raddr<=raddr;
end
end
assign rgray=((rptr)^(rptr>>1));
assign r_empty=(rq2==rgray);
assign rddr=rptr[addr-2:0];   
always @(*) begin
        rq2_bin[addr-1] = rq2[addr-1];   
        for (i = addr-2; i >= 0; i = i - 1) begin
            rq2_bin[i] =rq2_bin[i+1] ^ rq2[i];   
        end
    end      
 assign almost_empty=(rq2_bin-rptr<= 6'd4)?1'b1:1'b0;
 assign under_flow=((r_empty)&&(r_en))?1'b1:1'b0;
endmodule
`timescale 1ns / 1ps
module sync_cicuit2#(addr=8)
(input wclk,wrst,
input [addr-1:0]rgray,
output reg [addr-1:0]wq2,
output reg [addr-1:0]wq1);
always@(posedge wclk or negedge wrst)
begin
if(!wrst)
begin
wq1<=4'b0000;
wq2<=4'b0000;
end
else begin
wq1<=rgray;
wq2<=wq1;
end
end
endmodule
`timescale 1ns / 1ps
module sync_cicuit#(addr=8)
(input rclk,rrst,
input [addr-1:0]wgray,
output reg [addr-1:0]rq2,
output reg [addr-1:0]rq1);
always@(posedge rclk or negedge rrst)
begin
if(!rrst)
begin
rq1<=4'b0000;
rq2<=4'b0000;
end
else begin
rq1<=wgray;
rq2<=rq1;
end
end
endmodule
`timescale 1ns / 1ps
module asynch_fifo#(data=6,addr=6,depth=32)(
input wclk,rclk,
      r_en,w_en,
      wrst,rrst,
input [data-1:0]wdata,
output w_full,r_empty,almost_full,almost_empty,over_flow,under_flow,
output [addr-1:0] wq2,rq2,wq1,rq1,
output [data-1:0]rdata);
wire [addr-1:0]rgray;
wire [addr-1:0]wgray;
wire [addr-1:0]wptr;
wire [addr-1:0]rptr;
wire [addr-1:0]wq2_bin;
wire [addr-1:0]rq2_bin;
wire [addr-2:0]waddr;
wire [addr-2:0]raddr;
wire wclken;
write_block#(.data(data),.addr(addr)) DUT1(.wclk(wclk),.w_en(w_en),.wrst(wrst),.wq2(wq2),.w_full(w_full),.almost_full(almost_full),.over_flow(over_flow),.wgray(wgray),.wptr(wptr),.wq2_bin(wq2_bin),.waddr(waddr));
read_block #(.data(data),.addr(addr)) DUT2(.rclk(rclk),.r_en(r_en),.rrst(rrst),.rq2(rq2),.r_empty(r_empty),.rgray(rgray),.rptr(rptr),.raddr(raddr),.almost_empty(almost_empty),.under_flow(under_flow));
mem_block#(.addr(addr),.data(data),.depth(depth))DUT3 (.wclken(wclken),.wclk(wclk),.wdata(wdata),.waddr(waddr),.raddr(raddr),.rdata(rdata));
sync_cicuit#(.addr(addr)) DUT4(.rclk(rclk),.rrst(rrst),.wgray(wgray),.rq2(rq2),.rq1(rq1));
sync_cicuit2#(.addr(addr)) DUT5(.wclk(wclk),.wrst(wrst),.rgray(rgray),.wq2(wq2),.wq1(wq1));
assign wclken=((!w_full)&(w_en));
endmodule
`timescale 1ns / 1ps
module write_block #(parameter data=6,addr=6)(
input wclk,w_en,wrst,
input [addr-1:0]wq2,
output w_full,almost_full,over_flow,
output [addr-1:0]wgray,
output reg [addr-1:0]wptr,wq2_bin,
output reg[addr-2:0]waddr);
integer i;
reg [addr-1:0] binary;
always@(posedge wclk or negedge wrst)begin
if(!wrst)begin
wptr<=4'b0000;
waddr<=4'b0000;
end
else
if(w_en&&!w_full)begin
wptr<=wptr+1;
waddr<=waddr+1;
end
else begin
wptr<=wptr;
waddr<=waddr;
end
end
always @(*) begin
        wq2_bin[addr-1] = wq2[addr-1];   
        for (i = addr-2; i >= 0; i = i - 1) begin
            wq2_bin[i]=wq2_bin[i+1] ^ wq2[i];   
        end
    end
assign wgray=((wptr>>1)^(wptr));
assign w_full=((wgray[addr-1]!=wq2[addr-1])&&
                (wgray[addr-2]!=wq2[addr-2])&&
                (wgray[addr-3:0]==wq2[addr-3:0]));
assign almost_full=(wptr-wq2_bin>=6'd28)?1'b1:1'b0;     
assign over_flow= ((w_full)&&(w_en))?1'b1:1'b0;
endmodule
==> flow/run.sh <==
#!/bin/bash
# OpenROAD 26Q1-2900-gdf79404cd8, Yosys 0.63+post, stock flow scripts
make -C /OpenROAD-flow-scripts/flow DESIGN_CONFIG=/design/flow/config.mk WORK_HOME=/design/flow/orfs finish
==> flow/config.mk <==
export PLATFORM = sky130hd
export DESIGN_NAME = asynch_fifo
export DESIGN_NICKNAME = asynch_fifo
export VERILOG_FILES = /design/flow/design.v
export SDC_FILE = /design/flow/constraint.sdc
export NUM_CORES = 4
export LEC_CHECK = 1
export CORE_UTILIZATION = 30
==> flow/constraint.sdc <==
current_design asynch_fifo

set clk_period 9.9
set clk_io_pct 0.2

create_clock -name clk0 -period $clk_period [get_ports {rclk}]
create_clock -name clk1 -period $clk_period [get_ports {wclk}]

set non_clock_inputs [all_inputs -no_clocks]
set_input_delay [expr $clk_period * $clk_io_pct] -clock clk0 $non_clock_inputs
set_output_delay [expr $clk_period * $clk_io_pct] -clock clk0 [all_outputs]
==> run notes <==
Hold repair after CTS inserted 0 buffers. The clock arrives with 22.1 ps of skew. DRC violation count after routing: 0. Per the slew report, the remaining headroom to the max-slew limit stands at 40.8%. Nets still carrying antenna violations after routing amount to 0. The share of cells above drive strength 1 is 12.3%, and the die span in x is 183 um. The run gives 3 for the highest net fanout along the worst path.

Once the clock tree was built, the setup fixing pass inserted 0 buffers. The die area came out at 33,600 um^2. The power report puts the leakage power at 4.05 nW.

With the total of warnings raised by yosys at 6, the highest cell delay on the worst timing path is 420 ps. Counting endpoints that fail hold in the final report gives 0. Post-CTS repair changed the size of 0 cells.

The synth_stat.txt file lists the number of cells as 606. After layout, the worst setup slack is 4420 ps. According to the Yosys statistics, the synthesized design has a chip area of 9880 um^2. In the routed layout, each cell is associated on average with a via count of 4.60.

The run gives 292 ps for the worst hold slack across all endpoints. Setup total negative slack on the finished layout was measured at 0 ps. The critical path endpoint has a required time of 7920 ps. Counting flops with a built-in enable in the synthesized netlist gives 192. The script computed a power per unit cell area of 330 nW/um^2. The repair_antennas step left the layout with diodes totalling 0. With the initial antenna violation count at 0, the area share of the largest cell type after synthesis is 58.4%. The setup path with the least slack is of type flip-flop to primary output. Across every metal layer, demand over resource in global routing totals 13.2%. The weighted congestion at the end of routability-driven global placement is 0.851. Pin placement for this block handled 48 I/O pins. Counting distinct cell types in the post-synthesis netlist gives 43. The cell type that accounts for the most area after synthesis is sky130_fd_sc_hd__edfxtp_1.

The tools report the placeable core area as 32,500 um^2. Summing internal, switching and leakage power gives 3.83 mW. The buffer_ports step reported a buffer count of 46.

The final routed wire length divided by cell count was 17.9 um; the height of the die was 183 um. Once the floorplan was initialized, standard cells occupied 30.4% of the core. Data arrives at the worst endpoint at 3500 ps. Setup violations remaining at the end of the flow were counted as 0. The logs give 9880 um^2 for the mapped cell area and 66 for the count of standard-cell rows.

The run gives 309 for the first-iteration detailed-routing DRC count. Total of fill cells in the finished design: 3,010. The number of maximum-capacitance violations recorded for the run is 0. The run gives 5,568 for the number of global-route vias before repair.

STA on the placed design reports a worst setup slack of 4780 ps. By count the netlist is led by sky130_fd_sc_hd__edfxtp_1 (192), sky130_fd_sc_hd__dfrtp_1 (46), sky130_fd_sc_hd__nor2_1 (44). Summed over all nets, the half-perimeter wirelength after detailed placement is 13,300 um. For reference, the critical path cell chain is xnor2_2 -> xor2_2 -> xor2_2 -> xor2_1 -> xnor2_1 -> ha_1 -> inv_1 -> fa_1 -> inv_1 -> nor3_1 -> a311oi_1 -> o2bb2ai_1 -> clkdlybuf4s50_1. The most common flop cell mapped by yosys is sky130_fd_sc_hd__edfxtp_1. The synthesis report lists the most area-consuming cells as sky130_fd_sc_hd__edfxtp_1 (58%), sky130_fd_sc_hd__dfrtp_1 (12%), sky130_fd_sc_hd__mux4_2 (5.5%), sky130_fd_sc_hd__mux2i_1 (3.6%), sky130_fd_sc_hd__ha_1 (2.9%).

The largest individual stage delay along the critical path comes from the cell sky130_fd_sc_hd__dfrtp_1. STA classifies the critical path startpoint as a flip-flop. For this run the aggregate overflow at the end of global routing stands at 0. With the post-synthesis sequential area ratio at 70.0%, the number of warnings in the stage logs is 31. The transition time recorded at the tightest slew-check pin is 885 ps. For the global-route wire length before repair, the log shows 31,900 um.

The flow ran to the end, and the final reports show no timing, DRC or antenna violations. The area growth from synthesis to final layout is 17.6%. For this block, the via count after detailed routing is 5,168. The routed wire length was 20,200 um; the post-synthesis area per instance was 16.3 um^2. The utilization after layout was 35.8%.

According to the CTS report, the clock sink count is 238. For reference, the clock transition at the flip-flops on the worst setup and hold paths is 60 ps. TritonCTS built the clock tree. Entering global routing, the biggest net connects 47 pins. Worst ir drop on vdd: 0.148 mV.

Setup repair after global routing left no endpoint under its margin. The async set-reset flop share out of synthesis is 19.3%, and the detailed-routing iteration count for the pre-antenna-repair pass is 4. Per the final report, max-transition violations number 0. The capturing element type of the critical path is a primary output. The register bit count reported by yosys was 238.

The post-synthesis cell type with the largest instance count is sky130_fd_sc_hd__edfxtp_1. Kind of path behind the tightest hold check: flip-flop to flip-flop. The tools report the synthesized instance count as 606.
per-layer routing:
layer  GRT usage [%]  up-vias  wire length, um
met1            18.3     2596             8490
li1                -     2410                -
met3            4.58       32             1400
met4            3.27        0              449
met5               0        -                0
met2            20.9      130             9830
cell families after synthesis:
family          count (synthesis)  share of synthesized area (%)
buf+inv                        40                           1.74
compound gates                 59                           4.43
mux                            62                           9.35
flops                         238                           70.0
fa+ha+maj                      24                           3.12
xor+xnor                       46                           4.46
simple gates                  137                           6.87
layout by cell type (no fill, tap or decap), types with 4 or more instances in the layout:
cell / synthesis / routed
sky130_fd_sc_hd__edfxtp_1: 192 / 192
sky130_fd_sc_hd__clkdlybuf4s50_1: 0 / 46
sky130_fd_sc_hd__dfrtp_1: 46 / 44
sky130_fd_sc_hd__nor2_1: 44 / 44
sky130_fd_sc_hd__mux2i_1: 36 / 36
sky130_fd_sc_hd__xnor2_1: 26 / 26
sky130_fd_sc_hd__clkbuf_16: 0 / 25
sky130_fd_sc_hd__mux4_2: 24 / 24
sky130_fd_sc_hd__a22oi_1: 24 / 24
sky130_fd_sc_hd__ha_1: 23 / 23
sky130_fd_sc_hd__nand3_1: 21 / 21
sky130_fd_sc_hd__nand2_1: 18 / 18
sky130_fd_sc_hd__inv_1: 15 / 15
sky130_fd_sc_hd__xor2_1: 15 / 15
sky130_fd_sc_hd__nor2b_1: 14 / 14
sky130_fd_sc_hd__a211oi_1: 12 / 12
sky130_fd_sc_hd__buf_4: 1 / 12
sky130_fd_sc_hd__nand4_1: 11 / 11
sky130_fd_sc_hd__a21oi_1: 10 / 10
sky130_fd_sc_hd__and2_1: 9 / 9
sky130_fd_sc_hd__nand2b_1: 8 / 8
sky130_fd_sc_hd__clkinv_2: 0 / 7
sky130_fd_sc_hd__nor3_1: 6 / 6
sky130_fd_sc_hd__clkbuf_1: 12 / 5
sky130_fd_sc_hd__a21o_1: 4 / 4
worst paths after layout:
path | startpoint | slack [ps] | cells after the start | end
min in group asynchronous | wrst | 1840 | 2 | DUT5.wq2[2]
worst max register to register | DUT1.wptr[2] | 7120 | 7 | DUT3.mem[17][5]
worst max-delay path | DUT5.wq2[5] | 4420 | 13 | almost_full
min in group clk0 | DUT4.rq1[3] | 370 | 0 | DUT4.rq2[3]
worst min register to register | DUT2.rptr[5] | 290 | 0 | DUT5.wq1[5]
worst min-delay path | DUT2.rptr[5] | 290 | 0 | DUT5.wq1[5]
max in group asynchronous | rrst | 7570 | 2 | DUT2.raddr[1]
max in group clk1 | w_en | 6330 | 6 | DUT3.mem[17][5]
registers in the layout, indices dropped and copies added, names as in the netlist:
signal,count
DUT1.waddr,5
DUT1.wptr,6
DUT2.raddr,5
DUT2.rptr,6
DUT3.mem,192
DUT4.rq1,6
DUT4.rq2,6
DUT5.wq1,6
DUT5.wq2,6
area by class of cell:
type | count | area [um^2] | share of cell area (%)
multi-input combinational | 328 | 2790 | 24.0
timing repair buffer | 58 | 551 | 4.74
clock buffer | 30 | 644 | 5.55
sequential | 238 | 6920 | 59.6
clock inverter | 13 | 100 | 0.862
inverter | 15 | 56.3 | 0.485
tap | 442 | 553 | 4.76
power by group:
part	leakage [nW]	total (mW)	internal, mW	switching (mW)
registers	2.32	1.48	1.30	0.180
clock network	0.367	0.852	0.490	0.362
logic	1.37	1.50	0.732	0.765
per-stage QoR:
| stage | std cells | instance area [um^2] |
|---|---|---|
| 2_1_floorplan | 606 | 9880 |
| 3_3_place_gp | 1081 | 10900 |
| 3_5_place_dp | 1081 | 10900 |
| 4_1_cts | 1124 | 11600 |
| 5_1_grt | 1124 | 11600 |
| 6_report | 1124 | 11600 |
critical path: cells and delay by family, from the launching register on:
kind	cells	cell delay, ps
adder cells (fa/ha/maj)	2	540
flip-flops	1	420
AND/OR/NAND/NOR	1	50
buffers and inverters	3	530
AND-OR/OR-AND	2	300
XOR/XNOR	5	1150
No activity file was given, so power comes from the tool's default toggle rates.
